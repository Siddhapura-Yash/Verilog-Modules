<file path="config.mk">
export PLATFORM = sky130hd
export DESIGN_NAME = priority_encoder
export DESIGN_NICKNAME = priority_encoder
export VERILOG_FILES = /design/flow/design.v
export SDC_FILE = /design/flow/constraint.sdc
export NUM_CORES = 4
export LEC_CHECK = 1
export CORE_AREA = 10 10 70 70
export DIE_AREA = 0 0 80 80
</file>
<file path="constraint.sdc">
current_design priority_encoder

set clk_period 1.0
set clk_io_pct 0.2

create_clock -name clk0 -period $clk_period

set non_clock_inputs [all_inputs -no_clocks]
set_input_delay [expr $clk_period * $clk_io_pct] -clock clk0 $non_clock_inputs
set_output_delay [expr $clk_period * $clk_io_pct] -clock clk0 [all_outputs]
</file>
<file path="design.v">
`timescale 1ns / 1ps
module priority_encoder(a,out);
parameter N = 8;
input [N-1:0]a;
output reg [$clog2(N)-1:0]out;
reg found;
integer i;
always@(*)
begin
found = 0;
out = 0;
for(i=0;i<N;i=i+1)
begin
    if(a[i] && (found==0))
    begin
    out = i;
    found = 1;
    end
end
end
endmodule
</file>
<file path="run.sh">
#!/bin/bash
# OpenROAD 26Q1-2900-gdf79404cd8, Yosys 0.63+post, stock flow scripts
make -C /OpenROAD-flow-scripts/flow DESIGN_CONFIG=/design/flow/config.mk WORK_HOME=/design/flow/orfs finish
</file>
==> out/results.ini <==
[final_layout]
area_delta_synth_final_pct = 243
register_area_um2 = 0
final_area_um2 = 279
seq_cells = 0
fin_cells = 73
drive_above_1_share = 0.667
num-clock-buffers = 0

[synthesis]
mux_area_frac = 0
logic_family = AND-OR/OR-AND gates
yosysTopAreaCellShare = 0.185
syn_inst = 13
synth-xor-area-share = 0
yosysCellCount = 13
ys_seq_share = 0
yosys-top-cells-area = nor2_1, nor4_2, a221o_1
syn_area_um2 = 81.3
synth.distinct_cells = 10
synthAoiAreaFrac = 0.477
synth-simple-area-share = 0.477
synth.most_common_cell = nor2_1
syn_area_per_cell_um2 = 6.26
yosysChipArea_um2 = 81.3
synth_top_cell_by_area = nor2_1
ys_sh_adder = 0
yosys_warnings = 1

[grt]
gr-total-overflow = 0
grt_first_pass_wirelength_um = 710
antenna_found_initial = 0
grt_pass1_vias = 154
grt_max_degree = 5
grt_use_total = 0.0127

[worst_setup_path]
slowest_stage = a221o_1
worst_setup_path_start_kind = primary input
critPathCaptureType = primary output
critPathKind = in -> out
path_cells = buf_8, nand2b_4, a221o_1, a32oi_1, buf_2
slowest_delay_ps = 300
critPathLaunch = a[4]
arrival_ps = 1010
crit_fanout = 2
required_ps = 800

[route]
ant_nets = 0
antennaDiodeCount = 0
vias = 155
via_per_inst = 2.12
route.detailed.drc = 0
drtIter0Drc = 2
dr.pass1.iters = 2
routedWlPerCell_um = 5.78
wl_um = 422

[hold_path]
hold_path_class = in -> out
hold_path_startpoint = a[1]
min_to = out[1]
hold_depth = 3

[run]
tool_warnings = 34
drv_cap = 0

[outcome]
violations = setup timing
status = complete, but fails checks

[timing]
finalCritPeriodShare = 1.21
worst_slew_pin_slew_ps = 237
rsz0062_at_grt = yes
layout_setup_ws_ps = -208
whs_ps = 628
slew_headroom = 0.841
setup_viol = 2
hold_viol = 0
fin_crit_ps = 1210
fmax_mhz = 828
slew_violations = 0

[floorplan]
ios = 11
core-area_um2 = 3420
die_area_um2 = 6400
fp.dieW_um = 80
row_count = 21
fp_util = 0.0238
die_h_um = 80

[power]
vdd_drop_max_mv = 0.0214
powerDensity_nw_per_um2 = 288
p_leak_nw = 0.109

[placed_design]
globalplace.congestion = 0.752
placed_cells = 72
io_buffers = 11
placed_area_um2 = 264

[clock_network]
cts_hold_buffers = 0

-- per-layer routing --
metal | global-route usage | vias to the layer above | part of all wire
met5 | 0 | - | 0
met4 | 0 | 0 | 0
met2 | 0.0177 | 11 | 0.36
met1 | 0.0185 | 64 | 0.47
li1 | - | 80 | -
met3 | 0.00568 | 0 | 0.17
-- layout make-up --
class | count | area [um2]
Fill cell | 400 | 3140
Timing Repair Buffer | 14 | 113
Multi-Input combinational cell | 12 | 105
Tap cell | 46 | 57.6
Inverter | 1 | 3.75
-- per-stage QoR --
stage / setup TNS, ps / setup WS (ps) / util / total power, W
2_1_floorplan: 0 / 95.2 / - / 0.0000147
3_3_place_gp: -2780 / -968 / 0.0773 / 0.0000719
3_5_place_dp: -2840 / -1000 / 0.0773 / 0.0000733
4_1_cts: -341 / -214 / 0.0784 / 0.0000747
5_1_grt: -498 / -262 / 0.0817 / 0.0000892
6_report: -283 / -208 / 0.0817 / 0.0000804
-- repair_timing --
action,in CTS,in global routing
gates resized,47,9
setup buffers,1,0
pin swaps,6,6
endpoints found under the setup margin,3,3
-- logic make-up after synthesis --
group	after synthesis
AND/OR/NAND/NOR	7
buffers and inverters	1
AND-OR/OR-AND	5
-- cell usage in the layout (no fill, tap or decap), drive strengths merged --
cell type  instances
nand3              1
nor4               1
inv                1
a21boi             1
a211oi             1
a221o              1
a32oi              1
nand2b             1
o21ai              1
nor2               4
clkbuf             2
buf               12
-- power breakdown --
| group | total [W] | internal [W] | leakage (nW) | switching (W) |
|---|---|---|---|---|
| Combinational | 0.0000804 | 0.0000497 | 0.109 | 0.0000308 |
| Clock | 0 | 0 | 0 | 0 |
| Sequential | 0 | 0 | 0 | 0 |
-- critical path: cells and delay by family --
kind | cells | cell delay [ps]
AND-OR/OR-AND | 2 | 470
buffers and inverters | 2 | 220
AND/OR/NAND/NOR | 1 | 120
-- how the worst max path moves through the flow --
stage,endpoint,slack [ps],depth (start not counted)
global route,out[0],-260,5
finish,out[0],-210,5
CTS,out[0],-210,5
No activity file was given, so power comes from the tool's default toggle rates.
