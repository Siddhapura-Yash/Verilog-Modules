==> ./run.sh <==
#!/bin/bash
# OpenROAD 26Q1-2900-gdf79404cd8, Yosys 0.63+post, stock flow scripts
make -C /OpenROAD-flow-scripts/flow DESIGN_CONFIG=/design/flow/config.mk WORK_HOME=/design/flow/orfs finish
==> ./config.mk <==
export PLATFORM = sky130hd
export DESIGN_NAME = design_module
export DESIGN_NICKNAME = design_module
export VERILOG_FILES = /design/flow/design.v
export SDC_FILE = /design/flow/constraint.sdc
export NUM_CORES = 4
export LEC_CHECK = 1
export CORE_UTILIZATION = 30
==> ./constraint.sdc <==
current_design design_module

set clk_period 1.8
set clk_io_pct 0.2

create_clock -name clk0 -period $clk_period [get_ports {clk}]

set non_clock_inputs [all_inputs -no_clocks]
set_input_delay [expr $clk_period * $clk_io_pct] -clock clk0 $non_clock_inputs
set_output_delay [expr $clk_period * $clk_io_pct] -clock clk0 [all_outputs]
==> ./design.v <==
`timescale 1ns / 1ps
module design_module #(parameter data_width = 8,adder_width = 3)(
    input clk,
    input we,
    input [adder_width-1 : 0]r_adder,
    input [adder_width-1 : 0]w_adder,
    input [data_width - 1 : 0]w_data,
    output [data_width - 1 : 0]r_data
    );
    reg [data_width - 1 : 0]memory[0 : 2 ** adder_width - 1];
    always@(posedge clk) begin
        if(we) begin
            memory[w_adder] <= w_data;
        end
    end
    assign r_data = memory[r_adder];
endmodule
==> notes.org <==
#+TITLE: Flow metrics

** Global route
- Global routing used 12.8% of the available tracks across all layers.
- The number of global-route vias before repair was 1425.
- The first global-routing pass estimated 7320 µm of wire.
- Overall overflow remaining after global route :: 0
- Maximum number of pins on one net before global-route repair :: 11
- Initial antenna violation count :: 0

** STA
- For reference, the final report shows the hold violation count at 0.
- Final Cycle Share :: 108%
- Worst slew margin :: 82.4%
- Finish-stage setup viols :: 8
- The final timing report lists a max-slew violation count of 0.
- The transition time recorded at the tightest slew-check pin is 0.263 ns.
- Based on the critical path, the design can be clocked at up to 0.516 GHz.
- Across all setup checks in the final design, the least slack found is -0.137 ns.
- RSZ-0062 raised after global routing :: true
- The worst path in the final design needs a cycle of 1.94 ns, including I/O delays and setup.

** Pwr
- The power report lists cell-internal power as 2.48 mW.
- Pleak :: 1.06 nW
- The clock network accounts for between 30% and 40% of the total power.
- Switching power :: 0.596 mW
- The report lists the power per cell area as 973 nW/µm².
- Looking at the power breakdown, combinational cells take 8.2% of the total.
- Sequential group share of total power :: 55.4%
- IR drop worst, VDD :: 0.400 mV
- Switching power share of the total :: roughly 19%

** Floorplanning
- Per the OpenROAD floorplan log, the height of the die is approximately 94 µm.
- The overall die size recorded for this design is 8810 µm².
- In this run the count of I/O pins placed on the die edge is 24.
- The die is approximately 94 µm wide.
- Floorplan core area :: 8180 µm²
- Core Rows :: 33
- The floorplan step records an initial core utilization of 31.0%.

** Logic synthesis
- In this run the mean area of a mapped cell was approximately 24 µm².
- Largest cells by area after synthesis :: edfxtp_1, mux4_1, mux2_2
- Adders+Majority by Area :: 0%
- edfxtp_1 takes more of the synthesized area than any other cell.
- Yosys cell count :: 106
- Warnings from Yosys :: 1
- Area share of and/or/nand/nor cells after synthesis :: under 10%
- Synthesized netlist cell count :: ~110
- Yosys shows that the main logic family after synthesis is multiplexers.
- Post-synthesis compound-gate area fraction :: 0%
- Yosys stat chip area :: 2530 µm²
- The post-synth register bit count is 64.
- The synthesized design devotes to its leading area cell type 75.9% of total area.
- Portion of netlist area occupied by mux cells :: 20.0%
- Summing the sequential cell areas from Yosys gives approximately 76% of the chip area.
- Before any placement, the netlist area is recorded as 2530 µm².
- Count of distinct cell types in the synthesized netlist :: 13
- Summing the areas of all xor and xnor instances in the mapped netlist gives 0% of the synthesized area.

** Finish
- Post-layout instance count excluding filler cells :: 258
- Layout-stage area growth over the synthesis result :: 24.8%
- Of the cells placed in the final design, the portion with a size suffix greater than 1 is 39.2%.
- Ranked by flip-flop count, first place goes to memory.
- Most common logic cell in the routed design :: edfxtp_1
- Most frequent logic cells in the routed design :: edfxtp_1, mux4_2, clkdlybuf4s50_1
- The layout stage reports a final design area of 3160 µm².
- The largest registers in the layout are memory x64.
- The register with the most flip-flops in the layout has 64 of them.

** Critical path
- STA lists the maximum fanout along the critical path as 1.
- The report lists the cells along the critical path as mux4_2, mux2_4, buf_2.
- At the worst endpoint, the required time is between 1 and 1.5 ns.
- Worst setup path class :: flip-flop to primary output
- The longest incremental delay of any stage on the critical path is reported as around 0.48 ns.
- Crit-path slowest cell :: mux4_2
- Per STA, the worst path accumulates the most delay in the family multiplexers.
- Data on the critical path arrives at its endpoint at roughly 1.6 ns.
- Per the post-run analysis, buffers plus inverters along the critical path come to 1.
- Critical path launch point type :: flip-flop
- Endpoint kind of the worst setup timing path :: primary output

** CTS
- After clock tree synthesis, the flow added hold-fix buffers numbering 0.
- The H-tree generated during clock tree synthesis spans 3 levels.
- Looking at the clock tree report, the root buffer type is clkbuf_8.
- Counting along the longest clock path gives a buffer depth of 2.
- Per the repair_timing log after CTS, setup buffers inserted total 0.
- TritonCTS clock tree :: done
- TritonCTS Sinks :: 64
- Cts bufs inserted :: 9
- Clock edge transition at the registers on the reported setup and hold paths :: 0.06 ns

** Routing
- The routed layout has 1221 vias.
- Per the detail_route report, vias per standard cell equal 4.73.
- Number of DRC markers in iteration 0 :: 68
- After detailed routing, the average wire length per cell comes to 18.7 µm.
- The first TritonRoute pass finished after 4 iterations.
- N_diodes :: 0
- Post-detailed-route DRC marker count :: 0
- Final routed wirelength across all metal layers :: 4830 µm
- Post-detailed-route count of antenna-violating nets :: 0

** Run
- OpenROAD warnings :: 27
- Max-cap violations in this run came to 0.

** Worst hold path
- Worst hold path type :: primary input to flip-flop

** Placed design
- Per the placement log, port buffering inserted 23 buffers.
- Total placed cells including tap cells :: 240
- Worst-case setup slack after placement :: -0.913 ns
- Last weighted congestion value of the routability-driven placer :: 0.690
- The placed instances occupy a cell area of 2970 µm².

** Status
- Violations in the final reports :: negative setup slack
- The run finished, with violations left.
## worst paths after layout
| check | from | cells past startpoint | end | slack (ns) |
|---|---|---|---|---|
| hold / removal | w_data[6] | 1 | memory[0][6] | 0.76 |
| setup / recovery | memory[5][4] | 3 | r_data[4] | -0.14 |
## final cells by class
cell class	count	area [µm²]
clock buffers	12	135
clock inverters	4	45.0
fillers	753	5020
multi-input cells	37	539
flip-flops and latches	64	1920
well taps	105	131
repair buffers	36	387
## cells in the mapped netlist
cell       n
edfxtp_1  64
nand2b_1   3
buf_6      1
mux2_2     8
mux4_1    15
buf_2      1
nor2_1     6
nand2_1    2
buf_1      1
buf_12     1
mux4_2     1
clkbuf_1   1
nor3_1     2
## routing by layer
metal / track usage [%] / part of all wire (%) / vias to the layer above
li1: - / - / 529
met1: 15.5 / 35 / 575
met2: 17.2 / 44 / 103
met3: 12.2 / 19 / 14
met4: 2.18 / 2.5 / 0
met5: 0 / 0 / -
## power groups by stage
stage     logic [mW]  clock network (mW)  registers [mW]
6_report       0.254                1.12            1.70
5_1_grt        0.272                1.22            1.70
4_1_cts        0.248                1.14            1.70
## through the flow
| stage | power [mW] | hold WS [ns] | TNS [ns] | util, % |
|---|---|---|---|---|
| finish | 3.07 | 0.758 | -0.899 | 38.6 |
| global route | 3.20 | 0.771 | -1.38 | 38.6 |
| CTS | 3.09 | 0.753 | -1.04 | 38.4 |
| detailed placement | 1.96 | 1.11 | -7.08 | 36.3 |
| global placement | 1.95 | 1.06 | -6.84 | 36.3 |
| floorplan | 1.83 | 0.459 | 0 | - |
## logic make-up (layout without fill, tap and decap cells)
logic type / Yosys count / count (layout)
flip-flops: 64 / 64
multiplexers: 24 / 24
AND/OR/NAND/NOR: 13 / 13
buffers and inverters: 5 / 52
## what timing repair did
item                                    4_1_cts  5_1_grt
resized                                      59        3
endpoints found under the setup margin        8        8
gates cloned                                  2        0
pin swaps                                     0        0
Power figures rest on the tool's default switching activity, not on a simulated workload.
