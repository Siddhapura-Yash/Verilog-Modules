===== /design/flow/run.sh =====
#!/bin/bash
# OpenROAD 26Q1-2900-gdf79404cd8, Yosys 0.63+post, stock flow scripts
make -C /OpenROAD-flow-scripts/flow DESIGN_CONFIG=/design/flow/config.mk WORK_HOME=/design/flow/orfs finish

===== /design/flow/config.mk =====
export PLATFORM = sky130hd
export DESIGN_NAME = encoder
export DESIGN_NICKNAME = encoder
export VERILOG_FILES = /design/flow/design.v
export SDC_FILE = /design/flow/constraint.sdc
export NUM_CORES = 4
export LEC_CHECK = 1
export CORE_AREA = 10 10 70 70
export DIE_AREA = 0 0 80 80

===== /design/flow/constraint.sdc =====
current_design encoder

set clk_period 1.0
set clk_io_pct 0.2

create_clock -name clk0 -period $clk_period

set non_clock_inputs [all_inputs -no_clocks]
set_input_delay [expr $clk_period * $clk_io_pct] -clock clk0 $non_clock_inputs
set_output_delay [expr $clk_period * $clk_io_pct] -clock clk0 [all_outputs]

===== /design/flow/design.v =====
`timescale 1ns / 1ps
module encoder(a,out);
parameter N = 8;
input [N-1:0]a;
output reg [$clog2(N)-1:0]out;
integer i;
always@(*)
begin
  out = 0; 
  for (i = 0; i < N; i = i + 1) 
  begin
    if (a[i]) 
    begin
      out = i;
    end
    end
end
endmodule

==> flow_metrics.tcl <==
# yosys + openroad results
set metrics [dict create \
    synth_seq_share 0 \
    final_max_slew_viol_count 0 \
    p_int_uw 27.55 \
    clock_buffers 0 \
    die_x_um 80 \
    p_comb_frac 1.000 \
    flops 0 \
    pwr-share-clk 0 \
    arrival_ns 0.72 \
    firstDrtPassIters 3 \
    p_leak_nw 0.06777 \
    hold_ws_ns 0.6954 \
    finalClockPeriodUsage 0.9210 \
    p_sw_uw 24.07 \
    crit_path_max_fanout 3 \
    hold_viol 0 \
    crit_path_top_delay_cell "dlygate4sd2_1" \
    antenna_found_initial 0 \
    switching_share 0.4662 \
    via_per_inst 1.794 \
    remaining_drc_errors 0 \
    status "complete, no violations" \
    die.size.y_um 80 \
    ant_nets 0 \
    min_path_type "in -> out" \
    cp_data_required_time_ns 0.80 \
    dp_slack_ns -0.6512 \
    top_area_frac 0.2222 \
    max_cap_viol_count 0 \
    setup_viol 0 \
    post-route-min-period_ns 0.9210 \
    grt_pass1_wl_um 614 \
    core_util_floorplan 0.01319 \
    ys_chip_area_um2 45.04 \
    warning_count 33 \
    synth_cells 10 \
    cp-start-kind "input port" \
    synthToLayoutAreaGrowth_pct 330.6 \
    ys_top_cells_by_area "a21oi_1, nand2_1, nor2_1" \
    synth_warnings 1 \
    worstMarginPinSlew_ns 0.1940 \
    grt_pass1_vias 128 \
    avgSynthCellArea_um2 4.504 \
    dieArea_um2 6400 \
    crit_type "in -> out" \
    power_density_nw_per_um2 266.2 \
    dr.first_iter.drc_count 1 \
    path_delay_family "buffers and inverters" \
    layout_setup_ws_ns 0.07902 \
    wl_per_cell_um 5.765 \
    slowest_delay_ns 0.23 \
    grtUsageTotal 0.01131 \
    regArea_um2 0 \
    yosysTopAreaCell "a21oi_1" \
    port_buffers 10 \
    ys_cells 10 \
    io_pins 11 \
    syn_area_um2 45.04 \
    drt-total-wl_um 392 \
    holdBufCountCts 0 \
    slew-limit-headroom 0.8696 \
    seq_power_share 0 \
    total_power_uw 51.62 \
    vdd_drop_max_v 0.00002115 \
    ys_types 7 \
    globalplace.congestion 0.7603 \
    dp_hpwl_um 319.9 \
    core_area_um2 3416 \
    cp_cell_sequence "buf_2 > nor2_4 > nand2_1 > dlygate4sd2_1" \
    via_count 122 \
    grt_max_degree 4 \
    globalRoute.totalOverflow 0 \
    endpoint_kind "output pin" \
    fmax_ghz 1.086 \
    cp.buffers_inverters 2 \
    layout-drive-gt1-share 0.6818 \
    diodes 0 \
    std_cell_rows 21 \
]
==> metal layers <==
layer / share of wire / up-vias / global-route usage
li1: - / 59 / -
met1: 0.48 / 55 / 0.01648
met2: 0.38 / 8 / 0.01605
met3: 0.14 / 0 / 0.004545
met4: 0 / 0 / 0
met5: 0 / - / 0
==> through the flow <==
step / std cells / instance area, um2 / utilization / TNS, ns
floorplan: 10 / 45.04 / - / 0
global placement: 66 / 202.7 / 0.05934 / -1.710
detailed placement: 66 / 202.7 / 0.05934 / -1.752
CTS: 68 / 203.9 / 0.05971 / 0
global route: 68 / 193.9 / 0.05678 / -0.001701
finish: 68 / 193.9 / 0.05678 / 0
==> path summary, 6_finish.rpt <==
path | depth (start not counted) | slack, ns | end | start
hold / removal | 3 | 0.70 | out[0] | a[4]
setup / recovery | 4 | 0.08 | out[2] | a[6]
==> layout by cell type (no fill, tap or decap) <==
cell           Yosys  final
dlygate4sd2_1      0      1
clkbuf_2           0      2
buf_4              0      2
buf_2              0      7
clkinv_1           1      1
nand2_1            2      2
o31ai_1            1      1
a21oi_2            0      2
inv_1              1      1
nor2_4             0      2
o21ai_1            0      1
==> cell families (layout without fill, tap and decap cells) <==
group | after synthesis | count (layout) | synth area share
buffers and inverters | 2 | 14 | 0.1665
AND/OR/NAND/NOR | 4 | 4 | 0.3335
AND-OR/OR-AND | 4 | 4 | 0.5000
==> power by group through the flow <==
stage | clock network (mW) | logic, mW | registers, mW
CTS | 0 | 0.0493 | 0
global route | 0 | 0.0574 | 0
finish | 0 | 0.0516 | 0
==> cells in the mapped netlist (all sizes together) <==
master	count
inv	1
nor2	2
o21ai	1
clkinv	1
a21oi	2
nand2	2
o31ai	1
==> timing repair <==
action,in CTS,in global routing
setup buffers,3,0
pin swaps,4,2
endpoints found under the setup margin,3,3
resized,30,10
==> final cells by class <==
type | count | area, um2
fill | 417 | 3222
multi-input combinational | 8 | 60.06
timing repair buffer | 12 | 68.82
inverter | 2 | 7.507
tap | 46 | 57.56
No activity file was given, so power comes from the tool's default toggle rates.
